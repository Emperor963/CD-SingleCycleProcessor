==> flow/design.v <==
module dff (
    output reg q,   
    input d,   
    input wen,   
    input clk,  
    input rst   
);
  always @(posedge clk) begin
    q <= rst ? 0 : (wen ? d : q);
  end
endmodule   
module Bitcell(
    input clk,
    input rst,
    input d, 
    input wen,  
    input ren1,  
    input ren2,  
    inout bitline1,
    inout bitline2
);
wire out;
dff flip_flop(.q(out), 
              .d(d), 
              .wen(wen), 
              .clk(clk), 
              .rst(rst)
);
assign bitline1 = ren1 ? out : 1'bz;
assign bitline2 = ren2 ? out : 1'bz;
endmodule
module Register(
    input clk,
    input rst,
    input[15:0] d,
    input write_reg,
    input ren1,
    input ren2,
    inout[15:0] bitline1,
    inout[15:0] bitline2
);
Bitcell bit0(.clk(clk), .rst(rst), .d(d[0]), .wen(write_reg), .ren1(ren1), .ren2(ren2), 
             .bitline1(bitline1[0]), .bitline2(bitline2[0]));
Bitcell bit1(.clk(clk), .rst(rst), .d(d[1]), .wen(write_reg), .ren1(ren1), .ren2(ren2), 
             .bitline1(bitline1[1]), .bitline2(bitline2[1]));
Bitcell bit2(.clk(clk), .rst(rst), .d(d[2]), .wen(write_reg), .ren1(ren1), .ren2(ren2), 
             .bitline1(bitline1[2]), .bitline2(bitline2[2]));
Bitcell bit3(.clk(clk), .rst(rst), .d(d[3]), .wen(write_reg), .ren1(ren1), .ren2(ren2), 
             .bitline1(bitline1[3]), .bitline2(bitline2[3]));
Bitcell bit4(.clk(clk), .rst(rst), .d(d[4]), .wen(write_reg), .ren1(ren1), .ren2(ren2), 
             .bitline1(bitline1[4]), .bitline2(bitline2[4]));
Bitcell bit5(.clk(clk), .rst(rst), .d(d[5]), .wen(write_reg), .ren1(ren1), .ren2(ren2), 
             .bitline1(bitline1[5]), .bitline2(bitline2[5]));
Bitcell bit6(.clk(clk), .rst(rst), .d(d[6]), .wen(write_reg), .ren1(ren1), .ren2(ren2), 
             .bitline1(bitline1[6]), .bitline2(bitline2[6]));
Bitcell bit7(.clk(clk), .rst(rst), .d(d[7]), .wen(write_reg), .ren1(ren1), .ren2(ren2), 
             .bitline1(bitline1[7]), .bitline2(bitline2[7]));
Bitcell bit8(.clk(clk), .rst(rst), .d(d[8]), .wen(write_reg), .ren1(ren1), .ren2(ren2), 
             .bitline1(bitline1[8]), .bitline2(bitline2[8]));
Bitcell bit9(.clk(clk), .rst(rst), .d(d[9]), .wen(write_reg), .ren1(ren1), .ren2(ren2), 
             .bitline1(bitline1[9]), .bitline2(bitline2[9]));
Bitcell bit10(.clk(clk), .rst(rst), .d(d[10]), .wen(write_reg), .ren1(ren1), .ren2(ren2), 
             .bitline1(bitline1[10]), .bitline2(bitline2[10]));
Bitcell bit11(.clk(clk), .rst(rst), .d(d[11]), .wen(write_reg), .ren1(ren1), .ren2(ren2), 
             .bitline1(bitline1[11]), .bitline2(bitline2[11]));
Bitcell bit12(.clk(clk), .rst(rst), .d(d[12]), .wen(write_reg), .ren1(ren1), .ren2(ren2), 
             .bitline1(bitline1[12]), .bitline2(bitline2[12]));
Bitcell bit13(.clk(clk), .rst(rst), .d(d[13]), .wen(write_reg), .ren1(ren1), .ren2(ren2), 
             .bitline1(bitline1[13]), .bitline2(bitline2[13]));
Bitcell bit14(.clk(clk), .rst(rst), .d(d[14]), .wen(write_reg), .ren1(ren1), .ren2(ren2), 
             .bitline1(bitline1[14]), .bitline2(bitline2[14]));
Bitcell bit15(.clk(clk), .rst(rst), .d(d[15]), .wen(write_reg), .ren1(ren1), .ren2(ren2), 
             .bitline1(bitline1[15]), .bitline2(bitline2[15]));
endmodule
==> flow/run.sh <==
#!/bin/bash
# OpenROAD 26Q1-2900-gdf79404cd8, Yosys 0.63+post, stock flow scripts
make -C /OpenROAD-flow-scripts/flow DESIGN_CONFIG=/design/flow/config.mk WORK_HOME=/design/flow/orfs finish
==> flow/config.mk <==
export PLATFORM = sky130hd
export DESIGN_NAME = Register
export DESIGN_NICKNAME = Register
export VERILOG_FILES = /design/flow/design.v
export SDC_FILE = /design/flow/constraint.sdc
export NUM_CORES = 4
export LEC_CHECK = 1
export CORE_AREA = 10 10 84 84
export DIE_AREA = 0 0 94 94
==> flow/constraint.sdc <==
current_design Register

set clk_period 1.1
set clk_io_pct 0.2

create_clock -name clk0 -period $clk_period [get_ports {clk}]

set non_clock_inputs [all_inputs -no_clocks]
set_input_delay [expr $clk_period * $clk_io_pct] -clock clk0 $non_clock_inputs
set_output_delay [expr $clk_period * $clk_io_pct] -clock clk0 [all_outputs]
==> impl_metrics.tcl <==
# collected from the flow reports
set metrics [dict create \
    io_pins 53 \
    topCellsByArea "dfxtp_1, mux2i_1, buf_4, nor2_1, buf_12" \
    syn_area_um2 700.7 \
    status "stopped before the end" \
    cts_made_buffers 3 \
    die_h_um 94 \
    yosys_area_um2 700.7 \
    postCtsSetupBuffers 0 \
    io_buffers 18 \
    ys_cells 68 \
    top_area_share_pct 45.71 \
    firstError "[error] [KeplerFormal.cpp:679] Workflow failed: Iso has multiple drivers: .bitline10, bitline1[0]$_SDFFE_PP0P_.Q0" \
    ys_types 8 \
    die_w_um 94 \
    cts_max_level 1 \
    gp_congestion 0.7133 \
    cts_resized 0 \
    seq_area_frac_synth_pct 45.71 \
    ys_warn_count 3 \
    rows 26 \
    avgSynthCellArea_um2 10.30 \
    initCoreUtil_pct 13.46 \
    ctsHoldBuffers 0 \
    clockBufferDepth 2 \
    clock-sinks 16 \
    numSynthFlops 16 \
    top_area_cell "dfxtp_1" \
    clockRootBuffer "clkbuf_8" \
    syn_inst 68 \
    stop_stage "clock tree synthesis (4_1_cts)" \
]
cell usage after synthesis, drive strengths merged:
cell and count:
buf 20, dfxtp 16, mux2i 16, nor2 16
through the flow:
step / setup TNS, ns / hold WS [ns] / cell area (um2) / cells / setup WS, ns
global placement: -3.017 / 0.3918 / 855.8 / 139 / -0.1960
floorplan: 0 / 0.3672 / 700.7 / 68 / 0.2976
detailed placement: -3.098 / 0.4004 / 855.8 / 139 / -0.2111
cells by family after synthesis:
logic type,Yosys count,share of synthesized area (%)
flip-flops,16,45.71
buffers and inverters,20,22.86
AND/OR/NAND/NOR,16,8.572
multiplexers,16,22.86
