File: /design/flow/config.mk
export PLATFORM = sky130hd
export DESIGN_NAME = ALU
export DESIGN_NICKNAME = ALU
export VERILOG_FILES = /design/flow/design.v
export SDC_FILE = /design/flow/constraint.sdc
export NUM_CORES = 4
export LEC_CHECK = 1
export CORE_UTILIZATION = 30
File: /design/flow/constraint.sdc
current_design ALU

set clk_period 6.2
set clk_io_pct 0.2

create_clock -name clk0 -period $clk_period

set non_clock_inputs [all_inputs -no_clocks]
set_input_delay [expr $clk_period * $clk_io_pct] -clock clk0 $non_clock_inputs
set_output_delay [expr $clk_period * $clk_io_pct] -clock clk0 [all_outputs]
File: /design/flow/design.v
module ALU(
    input [15:0] In1,
    input [15:0] In2,
    input [2:0] ALUOp,
    input [2:0] FLAG_in,
    output [2:0] FLAG,
    output [15:0] ALUOut
);
wire [15:0] sum, difference, pad, red, ror0, sll0, srl0, zor;
wire cAdd, cDiff, ovflAdd, ovflSub;
claAddSub addr(.A(In1), .Bin(In2), .Cin(1'b0), .isSub(1'b0), .S(sum), .Cout(cAdd), .ovfl(ovflAdd));
claAddSub subtrctr(.A(In1), .Bin(In2), .Cin(1'b0), .isSub(1'b1), .S(difference), .Cout(cAdd), .ovfl(ovflSub));
paddsb padder(.A(In1), .B(In2), .Sum(pad));
red reduction(.A(In1), .B(In2), .Sum(red));
ror rotate(.Ain(In1), .shamt(In2[3:0]), .Aout(ror0));
sll shiftL(.Ain(In1), .shamt(In2[3:0]), .Aout(sll0));
srl shiftR(.Ain(In1), .shamt(In2[3:0]), .Aout(srl0));
xor_module xorC(.A(In1), .B(In2), .X(zor));
wire[2:0] t1, t2, t3, t4, t5, t6, t7, t8;
assign t1 = (ALUOp ^ 3'b000);
assign t2 = (ALUOp ^ 3'b001);
assign t3 = (ALUOp ^ 3'b010);
assign t4 = (ALUOp ^ 3'b011);
assign t5 = (ALUOp ^ 3'b100);
assign t6 = (ALUOp ^ 3'b101);
assign t7 = (ALUOp ^ 3'b110);
assign t8 = (ALUOp ^ 3'b111);
wire tt1, tt2, tt3, tt4, tt5, tt6, tt7, tt8, tt9;
assign tt1 = !(t1[0] | t1[1] | t1[2]);
assign tt2 = !(t2[0] | t2[1] | t2[2]);
assign tt3 = !(t3[0] | t3[1] | t3[2]);
assign tt4 = !(t4[0] | t4[1] | t4[2]);
assign tt5 = !(t5[0] | t5[1] | t5[2]);
assign tt6 = !(t6[0] | t6[1] | t6[2]);
assign tt7 = !(t7[0] | t7[1] | t7[2]);
assign tt8 = !(t8[0] | t8[1] | t8[2]);
assign ALUOut = tt1 ? sum :
                tt2 ? difference:
                tt3 ? zor :
                tt4 ? red :
                tt5 ? sll0:
                tt6 ? srl0:
                tt7 ? ror0:
                tt8 ? pad :
                In1 & In2;
assign FLAG[0] = (tt1 | tt2) ? ALUOut[15]: 1'b0;
assign FLAG[1] = tt1 ? ovflAdd:
                 tt2 ? ovflSub: 
                 1'b0;
assign FLAG[2] = (ALUOut === 16'h0000) ? 1'b1 : 1'b0;
endmodule
module CLA(
    input [3:0]G,
    input [3:0]P,
    input Cin,
    output [3:0]Cout
);
    assign Cout[0] = G[0] | (P[0] & Cin);
    assign Cout[1] = G[1] | (P[1] & Cout[0]);
    assign Cout[2] = G[2] | (P[2] & Cout[1]);
    assign Cout[3] = G[3] | (P[3] & Cout[2]);
endmodule
module adder_1bit (
    input A,
    input B,
    input  C,
    output Sum,
    output G,
    output P );
    assign G = (A & B);
    assign P = (A | B);
    assign Sum = A ^ B ^ C;  
endmodule 
module adder_4bit (
    input [3:0]A,
    input [3:0]B,
    input C,
    output [3:0]Sum,
    output Cout,    
    output P,
    output G,
    output ovfl  );
wire [3:0]Carry;
wire [3:0]Pp;
wire [3:0]Gg;
adder_1bit add0 (.A(A[0]), .B(B[0]), .C(C), .Sum(Sum[0]), .G(Gg[0]), .P(Pp[0]));
adder_1bit add1 (.A(A[1]), .B(B[1]), .C(Carry[0]), .Sum(Sum[1]), .G(Gg[1]), .P(Pp[1]));
adder_1bit add2 (.A(A[2]), .B(B[2]), .C(Carry[1]), .Sum(Sum[2]), .G(Gg[2]), .P(Pp[2]));
adder_1bit add3 (.A(A[3]), .B(B[3]), .C(Carry[2]), .Sum(Sum[3]), .G(Gg[3]), .P(Pp[3]));
CLA cla1 (.G(Gg),.P(Pp), .Cin(C), .Cout(Carry));
assign P = Pp[0] & Pp[1] & Pp[2] & Pp[3] ;
assign G = Gg[3] | (Pp[3] & Gg[2]) | (Pp[3] & Pp[2] & Gg[1]) |(Pp[3] & Pp[2] & Pp[1] & Gg[0]) ;
assign Cout = Carry[3];
assign ovfl = (A[3] & B[3] & !Sum[3]) | (!A[3] & !B[3] & Sum[3]);  
endmodule
module claAddSub(
    input[15:0] A,
    input[15:0] Bin,
    input Cin,
    input isSub,
    output [15:0] S,
    output Cout,
    output ovfl
); 
wire [15:0] B;
wire [3:0]dummy;
wire [3:0]dummy2;
assign B =  Bin ^ {16{isSub}}; 
wire[3:0] LAcarry;
wire[3:0] gen;
wire[3:0] prop;
adder_4bit adder1(
    .A(A[3:0]),
    .B(B[3:0]),
    .C(isSub),
    .Sum(S[3:0]),
    .Cout(dummy2[0]),
    .P(prop[0]),
    .G(gen[0]),
    .ovfl(dummy[0])
);
adder_4bit adder2(
    .A(A[7:4]),
    .B(B[7:4]),
    .C(LAcarry[0]),
    .Sum(S[7:4]),
    .Cout(dummy2[1]),
    .P(prop[1]),
    .G(gen[1]),
    .ovfl(dummy[1])
);
adder_4bit adder3(
    .A(A[11:8]),
    .B(B[11:8]),
    .C(LAcarry[1]),
    .Sum(S[11:8]),
    .Cout(dummy[2]),
    .P(prop[2]),
    .G(gen[2]),
    .ovfl(dummy[2])
);
adder_4bit adder4(
    .A(A[15:12]),
    .B(B[15:12]),
    .C(LAcarry[2]),
    .Sum(S[15:12]),
    .Cout(dummy2[3]),
    .P(prop[3]),
    .G(gen[3]),
    .ovfl(dummy[3])
);
CLA cla1 (.G(gen),.P(prop), .Cin(isSub), .Cout(LAcarry));
assign ovfl = (!A[15] & !B[15] & S[15]) | (A[15] & B[15] & !S[15]);
assign Cout = LAcarry[3];
endmodule
module paddsb (
    input [15:0] A,
    input [15:0] B,
    output [15:0] Sum
);
wire [15:0]tempSum;
wire [3:0]ovfl;
wire [3:0]Cout;
wire dummy1, dummy2;
adder_4bit add0 (.A(A[15:12]), .B(B[15:12]), .C(1'b0), .Sum(tempSum[15:12]), .Cout(Cout[0]), .P(dummy1), .G(dummy2), .ovfl(ovfl[3]));
adder_4bit add1 (.A(A[11:8]), .B(B[11:8]), .C(1'b0), .Sum(tempSum[11:8]), .Cout(Cout[1]), .P(dummy1), .G(dummy2), .ovfl(ovfl[2]));
adder_4bit add2 (.A(A[7:4]), .B(B[7:4]), .C(1'b0), .Sum(tempSum[7:4]), .Cout(Cout[2]), .P(dummy1), .G(dummy2), .ovfl(ovfl[1]));
adder_4bit add3 (.A(A[3:0]), .B(B[3:0]), .C(1'b0), .Sum(tempSum[3:0]), .Cout(Cout[3]), .P(dummy1), .G(dummy2), .ovfl(ovfl[0]));
assign  Sum[15:12] = (tempSum[15] & ovfl[3]) ? 4'b0111:
              (!tempSum[15] & ovfl[3] ) ? 4'b1000:tempSum[15:12];
assign  Sum[11:8] = (tempSum[11] & ovfl[2]) ? 4'b0111:
              (!tempSum[11] & ovfl[2]) ? 4'b1000:tempSum[11:8];
assign  Sum[7:4] = (tempSum[7] & ovfl[1]) ? 4'b0111:
              (!tempSum[7] & ovfl[1]) ? 4'b1000:tempSum[7:4];
assign  Sum[3:0] = (tempSum[3] & ovfl[0]) ? 4'b0111:
              (!tempSum[3] & ovfl[0]) ? 4'b1000:tempSum[3:0];
endmodule 
module red (
    input [15:0] A,
    input [15:0] B,
    output [15:0] Sum
);
wire [3:0]Sum_a;  
wire [3:0]Sum_b;  
wire [3:0]Sum_c;  
wire [3:0]Sum_d;  
wire [15:0]Sum_f;
wire [3:0]to_addA;
wire [3:0]to_addB;
wire [3:0]Cout;
wire Cout2;
wire [5:0] dummy1, dummy2, dummy3;
adder_4bit add0 (.A(A[11:8]), .B(B[11:8]), .C(1'b0), .Sum(Sum_b), .Cout(Cout[0]), .P(dummy1[0]), .G(dummy2[0]), .ovfl(dummy3[0]));
adder_4bit add1 (.A(A[15:12]), .B(B[15:12]), .C(Cout[0]), .Sum(Sum_a), .Cout(Cout[1]), .P(dummy1[1]), .G(dummy2[1]), .ovfl(dummy3[1]));
adder_4bit add2 (.A(A[3:0]), .B(B[3:0]), .C(1'b0), .Sum(Sum_d), .Cout(Cout[2]), .P(dummy1[2]), .G(dummy2[2]), .ovfl(dummy3[2]));
adder_4bit add3 (.A(A[7:4]), .B(B[7:4]), .C(Cout[2]), .Sum(Sum_c), .Cout(Cout[3]), .P(dummy1[3]), .G(dummy2[3]), .ovfl(dummy3[3]));
adder_4bit add4 (.A(Sum_d), .B(Sum_b), .C(1'b0), .Sum(Sum_f[3:0]), .Cout(Cout2), .P(dummy1[4]), .G(dummy2[4]), .ovfl(dummy3[4]));
adder_4bit add5 (.A(Sum_c), .B(Sum_a), .C(Cout2), .Sum(Sum_f[7:4]), .Cout(Cout3), .P(dummy1[5]), .G(dummy2[5]), .ovfl(dummy3[5]));
assign to_addA = (Cout[1]) ? 4'b0001:4'b0000;
assign to_addB = (Cout[3]) ? 4'b0001:4'b0000;
adder_4bit add6 (.A(to_addA), .B(to_addB), .C(Cout2), .Sum(Sum_f[11:8]));
assign  Sum[15:9]  = (Sum_f[8]) ? 7'b1111111: 
                     (Sum_f[9]) ? 7'b0000001:7'b0000000;
assign Sum[8:0] = Sum_f[8:0];
endmodule 
module ror(
    input[15:0] Ain,
    input[3:0] shamt,
    output[15:0] Aout
);
wire[15:0] R1, R2, R4, R8;  
assign R1 = shamt[0] ? {Ain[0] , Ain[15:1]} : Ain;
assign R2 = shamt[1] ? {R1[1:0], R1[15:2]} : R1;
assign R4 = shamt[2] ? {R2[3:0], R2[15:4]} : R2;
assign R8 = shamt[3] ? {R4[7:0] , R4[15:8]} :R4;
assign Aout = R8;
endmodule
module sll(
    input[15:0] Ain,
    input[3:0] shamt,
    output[15:0] Aout
);
wire[15:0] At1, At2, At4, At8;  
assign At1 = shamt[0] ? (Ain << 1) : Ain;
assign At2 = shamt[1] ? (At1 << 2) : At1;
assign At4 = shamt[2] ? (At2 << 4) : At2;
assign At8 = shamt[3] ? (At4 << 8) : At4;
assign Aout = At8;
endmodule
module srl(
    input[15:0] Ain,
    input[3:0] shamt,
    output[15:0] Aout
);
wire[15:0] At1, At2, At4, At8;  
assign At1 = shamt[0] ? (Ain >> 1) : Ain;
assign At2 = shamt[1] ? (At1 >> 2) : At1;
assign At4 = shamt[2] ? (At2 >> 4) : At2;
assign At8 = shamt[3] ? (At4 >> 8) : At4;
assign Aout = At8;
endmodule
module xor_module (
    input [15:0]A,
    input [15:0]B,
    output [15:0]X
) ;
assign X = A ^ B;
endmodule
File: /design/flow/run.sh
#!/bin/bash
# OpenROAD 26Q1-2900-gdf79404cd8, Yosys 0.63+post, stock flow scripts
make -C /OpenROAD-flow-scripts/flow DESIGN_CONFIG=/design/flow/config.mk WORK_HOME=/design/flow/orfs finish
==> out/summary.txt <==
Synth area leaders: fa_1 18%, ha_1 14%, mux4_2 11%
clkbuf count: 0
Top Ports: 57
Critical Path RT: 4.96 ns
sequential power share: 0
gr usage total: 0.247
Die Span X: 134 um
Pwr Total: 0.836 mW
worst hold margin: 3.31 ns
Post-Route WL: 20900 um
Detail Route Antenna Nets: 0
Flops: 0
Post-Synthesis Cells: 642
critical-path maximum fanout: 4
hold_buf cts: 0
Sequential Area: 0 sq um
Die Area: 0.0179 sq mm
type of the most critical hold path: in -> out
tool warnings: 82
CP most frequent cell: fa_2
slew at the pin closest to its max-slew limit: 0.836 ns
Final Max Slew Viols: 0
Slowest-stage cell, CP: or4_4
initial DRC count: 583
type of origin of the critical path: input pin
outcome: finished, violations left
die y size: 134 um
WP data arrival: 6.14 ns
post-layout minimum cycle time: 7.38 ns
grt ovf: 0
YS chip area: 0.00522 sq mm
Placer Congestion: 1.03
unrepaired setup endpoints after global routing: true
Antenna Cells: 0
vias: 5815
area leader, netlist: fa_1
maximum vdd ir drop: 0.0000595 V
Slew Limit Headroom: 0.437
Area leader share: 0.176
sw frac: 0.498
share of cells above drive strength 1: 0.382
First-pass DRT Iterations: 7
Core Area: 0.0168 sq mm
area delta synth->final: 43.1%
antenna violations before repair: 0
global-route wire length before repair: 32600 um
Tcrit/Tclk final: 1.19
Post-DP HPWL: 17100 um
drt drc: 0
max_cap viols: 0
row cnt: 47
synth warn: 1
# port buffers: 54
largest net degree at the start of global routing: 42
register share after synthesis: 0
CP Capture Type: primary output
pre-CTS WS: -2.05 ns
Setup-failing EPs final: 12
combinational power share: 1.000
internal power: 0.420 mW
vias in the first global route: 5698
yosys cell count: 642
Finished Core Util: 0.446
failing checks: negative setup slack
synthesized area: 0.00522 sq mm
Crit Path Class: in -> out
final setup margin: -1.18 ns
power share of the clock group: 0
Netlist cell types: 72
DR WL/cell: 19.9 um
mean area per synthesized cell: 8.13 sq um
critical path cell sequence: buf_8, ha_4, fa_2, fa_2, fa_2, inv_2, fa_2, inv_2, fa_2, inv_2, fa_2, inv_2, fa_2, inv_2, fa_2, nand2_2, o211ai_1, a21oi_2, a31o_1, or4_1, or4_4, nor4b_4, buf_2
via/cell ratio: 5.54
PwrDens: 112 mW/mm^2
delay of the slowest cell on the worst path: 0.54 ns
P_leak: 3.31 nW
fp util: 0.311
Net Sw Power: 0.416 mW
Hold Vio Cnt, Final: 0
f_max: 0.135 GHz
==> critical path: cells and delay by family <==
kind,cells,cell delay (ns)
buffers and inverters,7,0.49
AOI/OAI and AO/OA,3,0.44
and+or+nand+nor,4,1.41
adders and majority gates,9,2.55
==> worst paths after layout <==
check / end / from / cells after the start
hold / removal: FLAG[0] / ALUOp[2] / 4
setup / recovery: FLAG[2] / In1[0] / 23
==> repair_timing <==
item | CTS | global route
setup buffers | 21 | 8
pin swaps | 45 | 23
resized | 133 | 28
endpoints found under the setup margin | 17 | 15
==> area by class of cell <==
cell class         count  area (sq um)
repair buffers       226          1820
well taps            220           275
multi-input cells    534          5110
inverters             70           270
fillers             1600          9290
==> metrics by stage <==
step / cell area (sq um) / cells / TNS, ns
detailed placement: 7150 / 1044 / -19.20
finish: 7470 / 1050 / -6.78
floorplan: 5290 / 642 / -0.637
global placement: 7150 / 1044 / -19.01
CTS: 7480 / 1055 / -7.72
global route: 7470 / 1050 / -8.86
==> cell usage after synthesis, drive strengths merged, types with 3 or more instances <==
library cell,number
o22ai,8
nor2,42
o21ai,48
a221o,3
inv,69
clkbuf,17
a22oi,5
a31o,4
o32ai,3
a211oi,12
mux2i,23
mux4,27
a211o,3
a31oi,4
xnor2,4
o211ai,11
o211a,4
or2,3
xor2,4
a21oi,47
mux2,12
nand3,9
o31ai,4
nor2b,13
nand2,56
a41oi,3
and2,4
fa,46
a221oi,8
a22o,3
buf,21
o22a,3
ha,58
nor3,14
o21bai,5
nand2b,7
==> per-layer routing <==
layer	wire length [um]	GRT usage
met5	0	0
met4	520	0.0511
met3	2040	0.0583
met2	9230	0.371
met1	9120	0.368
==> logic make-up (layout without fill, tap and decap cells) <==
kind of cell / after synthesis / count (layout) / share of synthesized area
AND-OR/OR-AND: 196 / 196 / 0.248
adder cells (fa/ha/maj): 104 / 104 / 0.316
AND/OR/NAND/NOR: 164 / 164 / 0.151
multiplexers: 62 / 62 / 0.188
buffers and inverters: 108 / 296 / 0.0837
XOR/XNOR: 8 / 8 / 0.0134
==> cells in the final DEF, fill, tap and decap left out, drive strengths merged, types with 9 or more instances in the layout <==
| cell type | count |
|---|---|
| buf | 189 |
| inv | 69 |
| ha | 58 |
| nand2 | 56 |
| o21ai | 48 |
| a21oi | 47 |
| fa | 46 |
| nor2 | 42 |
| clkdlybuf4s50 | 28 |
| mux4 | 27 |
| mux2i | 23 |
| nor3 | 14 |
| nor2b | 13 |
| mux2 | 12 |
| a211oi | 12 |
| o211ai | 11 |
| nand3 | 9 |
==> power by group through the flow <==
stage | Clock, mW | Combinational (mW) | Sequential, mW
CTS | 0 | 0.836 | 0
global route | 0 | 0.914 | 0
finish | 0 | 0.836 | 0
Power and IR drop assume default switching activity.
