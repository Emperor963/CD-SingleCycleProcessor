==> design/flow/design.v <==
module CLA(
    input [3:0]G,
    input [3:0]P,
    input Cin,
    output [3:0]Cout
);
    assign Cout[0] = G[0] | (P[0] & Cin);
    assign Cout[1] = G[1] | (P[1] & Cout[0]);
    assign Cout[2] = G[2] | (P[2] & Cout[1]);
    assign Cout[3] = G[3] | (P[3] & Cout[2]);
endmodule
module adder_1bit (
    input A,
    input B,
    input  C,
    output Sum,
    output G,
    output P );
    assign G = (A & B);
    assign P = (A | B);
    assign Sum = A ^ B ^ C;  
endmodule 
module adder_4bit (
    input [3:0]A,
    input [3:0]B,
    input C,
    output [3:0]Sum,
    output Cout,    
    output P,
    output G,
    output ovfl  );
wire [3:0]Carry;
wire [3:0]Pp;
wire [3:0]Gg;
adder_1bit add0 (.A(A[0]), .B(B[0]), .C(C), .Sum(Sum[0]), .G(Gg[0]), .P(Pp[0]));
adder_1bit add1 (.A(A[1]), .B(B[1]), .C(Carry[0]), .Sum(Sum[1]), .G(Gg[1]), .P(Pp[1]));
adder_1bit add2 (.A(A[2]), .B(B[2]), .C(Carry[1]), .Sum(Sum[2]), .G(Gg[2]), .P(Pp[2]));
adder_1bit add3 (.A(A[3]), .B(B[3]), .C(Carry[2]), .Sum(Sum[3]), .G(Gg[3]), .P(Pp[3]));
CLA cla1 (.G(Gg),.P(Pp), .Cin(C), .Cout(Carry));
assign P = Pp[0] & Pp[1] & Pp[2] & Pp[3] ;
assign G = Gg[3] | (Pp[3] & Gg[2]) | (Pp[3] & Pp[2] & Gg[1]) |(Pp[3] & Pp[2] & Pp[1] & Gg[0]) ;
assign Cout = Carry[3];
assign ovfl = (A[3] & B[3] & !Sum[3]) | (!A[3] & !B[3] & Sum[3]);  
endmodule
module claAddSub(
    input[15:0] A,
    input[15:0] Bin,
    input Cin,
    input isSub,
    output [15:0] S,
    output Cout,
    output ovfl
); 
wire [15:0] B;
wire [3:0]dummy;
wire [3:0]dummy2;
assign B =  Bin ^ {16{isSub}}; 
wire[3:0] LAcarry;
wire[3:0] gen;
wire[3:0] prop;
adder_4bit adder1(
    .A(A[3:0]),
    .B(B[3:0]),
    .C(isSub),
    .Sum(S[3:0]),
    .Cout(dummy2[0]),
    .P(prop[0]),
    .G(gen[0]),
    .ovfl(dummy[0])
);
adder_4bit adder2(
    .A(A[7:4]),
    .B(B[7:4]),
    .C(LAcarry[0]),
    .Sum(S[7:4]),
    .Cout(dummy2[1]),
    .P(prop[1]),
    .G(gen[1]),
    .ovfl(dummy[1])
);
adder_4bit adder3(
    .A(A[11:8]),
    .B(B[11:8]),
    .C(LAcarry[1]),
    .Sum(S[11:8]),
    .Cout(dummy[2]),
    .P(prop[2]),
    .G(gen[2]),
    .ovfl(dummy[2])
);
adder_4bit adder4(
    .A(A[15:12]),
    .B(B[15:12]),
    .C(LAcarry[2]),
    .Sum(S[15:12]),
    .Cout(dummy2[3]),
    .P(prop[3]),
    .G(gen[3]),
    .ovfl(dummy[3])
);
CLA cla1 (.G(gen),.P(prop), .Cin(isSub), .Cout(LAcarry));
assign ovfl = (!A[15] & !B[15] & S[15]) | (A[15] & B[15] & !S[15]);
assign Cout = LAcarry[3];
endmodule
module pc_control(
    input [15:0] pc_in,
    input [8:0] imm,
    input [2:0] FLAG,
    input [2:0] C,
    input [15:0] rd1,
    output [15:0] pc_out,
    output [15:0] pc_update
);
wire [15:0] SEXTImm;
assign SEXTImm = {{7{imm[8]}}, imm[8:0]};
wire [15:0] targetAddr; 
assign targetAddr = SEXTImm << 1;
wire N = FLAG[0];
wire V = FLAG[1];
wire Z = FLAG[2];
wire[15:0] PC_update, target_address, ta_temp;
claAddSub pcAddr(.A(pc_in), .Bin(16'd2), .Cin(1'b0), .isSub(1'b0), .S(PC_update) 
                );
claAddSub targAddr(.A(PC_update), .Bin(targetAddr), .Cin(1'b0), .isSub(1'b0), .S(ta_temp));
wire[15:0] rd1Val;
assign rd1Val = (rd1 === 16'bx) ? 16'd0 : rd1;
assign target_address = ta_temp ^ rd1Val;  
reg [15:0] out;
always @(*) begin
    case (C)
    3'b000:
        out = !Z ? target_address : PC_update;
    3'b001:
        out = Z ? target_address : PC_update;
    3'b010:
        out = (!Z & !N) ? target_address  : PC_update;
    3'b011:
        out = N ? target_address : PC_update;
    3'b100:
        out = (Z | (!Z & !N)) ? target_address : PC_update;
    3'b101:
        out = (N | Z) ? target_address : PC_update;
    3'b110:
        out = V ? target_address : PC_update;
    3'b111:
        out = target_address;
    default:
        out = PC_update;
    endcase
end
assign pc_out = out;
assign pc_update = PC_update;
endmodule
==> design/flow/run.sh <==
#!/bin/bash
# OpenROAD 26Q1-2900-gdf79404cd8, Yosys 0.63+post, stock flow scripts
make -C /OpenROAD-flow-scripts/flow DESIGN_CONFIG=/design/flow/config.mk WORK_HOME=/design/flow/orfs finish
==> design/flow/config.mk <==
export PLATFORM = sky130hd
export DESIGN_NAME = pc_control
export DESIGN_NICKNAME = pc_control
export VERILOG_FILES = /design/flow/design.v
export SDC_FILE = /design/flow/constraint.sdc
export NUM_CORES = 4
export LEC_CHECK = 1
export CORE_AREA = 10 10 93 93
export DIE_AREA = 0 0 103 103
==> design/flow/constraint.sdc <==
current_design pc_control

set clk_period 6.4
set clk_io_pct 0.2

create_clock -name clk0 -period $clk_period

set non_clock_inputs [all_inputs -no_clocks]
set_input_delay [expr $clk_period * $clk_io_pct] -clock clk0 $non_clock_inputs
set_output_delay [expr $clk_period * $clk_io_pct] -clock clk0 [all_outputs]
==> out/metrics.csv <==
stage,metric,value,unit
final_layout,stdcell_area,2220,um^2
yosys,ys_seq_share,0,%
die,design.core.area,6760,um^2
flow_run,warning_count,60,
yosys,avgSynthCellArea,7.93,um^2
pwr,irDropWorstVdd,36.3,uV
drt,firstDrtPassIters,3,
die,die_h,103,um
drt,drcViolationCount,0,
worst_hold_path,hp-start,pc_in[0],
final_layout,drive_gt1_share,27.3,%
sta,relSlewSlack,70.8,%
sta,finalCritPeriodShare,97.7,%
sta,period_minus_slack,6.25,ns
place,place_congestion,0.834,
yosys,ys_area,1290,um^2
final_layout,seq_area,0,um^2
worst_hold_path,min_to,pc_out[0],
worst_hold_path,hold_path_depth,0,
yosys,ys_cells,163,
sta,fin_setup_tns,0,ns
setup_path,cp-end-kind,output pin,
drt,vias,1276,
pwr,p_leak,0.979,nW
grt,grt_first_pass_wirelength,6.15,mm
yosys,yosys_warnings,1,
sta,drv_slew,0,
die,rows,30,
grt,antenna_found_initial,0,
yosys,syn_area,1290,um^2
final_layout,layout_top_cells,"52 x clkdlybuf4s50_1, 27 x buf_4, 19 x inv_1",
sta,tightest_slew,0.436,ns
place,numPortBuffers,60,
grt,grt_pass1_vias,1328,
grt,grt_max_degree,24,
final_layout,layout_top_cell,clkdlybuf4s50_1,
die,dieArea,10600,um^2
setup_path,critPathLaunchType,primary input,
worst_hold_path,hp-class,in -> out,
drt,ant_nets,0,
pwr,design_power_total,0.000189,W
setup_path,crit_required,5.12,ns
setup_path,critical_path_class,in -> out,
die,die-width,103,um
yosys,synth_cell_types,37,
grt,gr-total-overflow,0,
grt,grt_usage,6.99,%
drt,wl,3.79,mm
setup_path,critical_path_arrival,4.97,ns
sta,rsz0062_at_grt,false,
die,fp_util,19.1,%
drt,post_drt_wl_per_cell,12.2,um
die,ios,79,
yosys,syn_inst,163,
place,placed_cell_area,2030,um^2
flow_run,maxCapViolCount,0,
clock_network,cts_hold_buf,0,
setup_path,crit_fanout,2,
final_layout,nClkBuffers,0,
final_layout,fillerInstances,690,
final_layout,synthToLayoutAreaGrowth,71.5,%
drt,routed_via_density,4.10,
sta,report.final.setup_viol,0,
drt,drt-initial-drc-count,35,
pwr,powerDensity,85.3,nW/um^2
sta,final-hold-violation-count,0,
place,hpwl,3.26,mm
final_layout,flops,0,
sta,clock.fmax,160,MHz
outcome,status,finished clean,
drt,num_antenna_cells,0,
-- layout make-up --
type / count / area [um^2] / area share, %
timing repair buffer: 88 / 808 / 36.5
multi-input combinational: 123 / 1230 / 55.6
tap: 80 / 100 / 4.51
inverter: 20 / 75.1 / 3.39
-- worst max path at each step --
stage	startpoint	end	slack, ns
6_report	pc_in[2]	pc_out[14]	0.15
5_1_grt	pc_in[1]	pc_out[14]	0.00003
4_1_cts	pc_in[1]	pc_out[14]	0.007
-- power by group --
part	switching, W	internal, W
Sequential	0	0
Clock	0	0
Combinational	0.0000708	0.000118
-- cells by family (layout without fill, tap and decap cells) --
kind of cell	count (synthesis)	after routing	synth area share (%)
and+or+nand+nor	42	42	15.8
buffers and inverters	40	108	17.5
AOI/OAI and AO/OA	29	29	15.6
muxes	4	4	3.77
adders and majority gates	35	35	38.5
xor gates and xnor gates	13	13	8.81
-- routing by layer --
layer | global-route usage [%] | vias up | routed length (um)
met2 | 12.4 | 32 | 1800
met1 | 8.87 | 574 | 1670
met4 | 0.428 | 0 | 34
met5 | 0 | - | 0
li1 | - | 668 | -
met3 | 1.49 | 2 | 289
-- what timing repair did --
item                                    4_1_cts  5_1_grt
setup buffers                                 2        1
pin swaps                                    14        8
resized                                      41        6
gates cloned                                  0        0
endpoints found under the hold margin         0        0
endpoints found under the setup margin        4        2
-- synth_stat cells (all sizes together) (2+ instances only) --
| library cell | count | share of area, % |
|---|---|---|
| or2 | 2 | 0.97 |
| mux2 | 4 | 3.8 |
| a211oi | 2 | 1.9 |
| nand2b | 4 | 1.9 |
| fa | 8 | 12 |
| nand4 | 2 | 0.97 |
| nor2 | 16 | 4.6 |
| a21oi | 10 | 3.9 |
| inv | 20 | 5.8 |
| buf | 19 | 11 |
| ha | 27 | 26 |
| xnor2 | 6 | 4.1 |
| nand2 | 8 | 2.3 |
| xor2 | 7 | 4.7 |
| o21ai | 7 | 2.7 |
| nor3 | 3 | 1.2 |
-- metrics by stage --
stage          setup WS (ns)  instances  util, %  hold slack, ns
2_1_floorplan          0.601        163        -            2.60
3_3_place_gp          -0.550        308     30.0            2.56
3_5_place_dp          -0.587        308     30.0            2.56
4_1_cts              0.00685        310     32.4            2.56
5_1_grt            0.0000262        311     32.8            2.56
6_report               0.146        311     32.8            2.56
-- critical path: stages --
cell and delay (ns):
clkdlybuf4s15_1 0.20, nand3_2 0.11, inv_1 0.07, ha_2 0.18, ha_4 0.20, ha_2 0.17
or2_4 0.25, nand2b_4 0.14, o221ai_2 0.16, a21oi_2 0.06, a221o_1 0.35, fa_2 0.35
fa_2 0.35, fa_2 0.52, mux2_4 0.13, clkdlybuf4s50_1 0.45
Power figures rest on the tool's default switching activity, not on a simulated workload.
